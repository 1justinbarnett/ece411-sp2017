--- /design/flow/run.sh ---
#!/bin/bash
# OpenROAD 26Q1-2900-gdf79404cd8, Yosys 0.63+post, stock flow scripts
make -C /OpenROAD-flow-scripts/flow DESIGN_CONFIG=/design/flow/config.mk WORK_HOME=/design/flow/orfs finish
--- /design/flow/config.mk ---
export PLATFORM = sky130hd
export DESIGN_NAME = PredictorArray
export DESIGN_NICKNAME = PredictorArray
export VERILOG_FILES = /design/flow/design.v
export SDC_FILE = /design/flow/constraint.sdc
export NUM_CORES = 4
export LEC_CHECK = 1
export CORE_UTILIZATION = 50
--- /design/flow/design.v ---
package lc3b_config;
parameter USE_ADVANCED_CACHE = 1;
parameter USE_VICTIM_CACHES = 1;
parameter USE_BRANCH_PREDICTION = 1;
endpackage : lc3b_config
package lc3b_types;
typedef logic [15:0] lc3b_word;
typedef logic  [7:0] lc3b_byte;
typedef logic  [2:0] lc3b_reg;
typedef logic  [2:0] lc3b_nzp;
typedef logic  [1:0] lc3b_mem_wmask;
typedef logic [3:0] lc3b_imm4;
typedef logic [4:0] lc3b_imm5;
typedef logic [5:0] lc3b_offset6;
typedef logic [8:0] lc3b_offset9;
typedef logic [10:0] lc3b_offset11;
typedef logic [7:0] lc3b_trapvect8;
typedef logic [7:0][15:0] cache_line;
typedef logic       [8:0] cache_tag;
typedef logic       [2:0] cache_index;
typedef logic       [3:0] cache_offset;
typedef enum bit [3:0] {
    op_add  = 4'b0001,
    op_and  = 4'b0101,
    op_br   = 4'b0000,
    op_jmp  = 4'b1100,    
    op_jsr  = 4'b0100,    
    op_ldb  = 4'b0010,
    op_ldi  = 4'b1010,
    op_ldr  = 4'b0110,
    op_lea  = 4'b1110,
    op_not  = 4'b1001,
    op_rti  = 4'b1000,
    op_shf  = 4'b1101,
    op_stb  = 4'b0011,
    op_sti  = 4'b1011,
    op_str  = 4'b0111,
    op_trap = 4'b1111
} lc3b_opcode;
typedef enum bit [3:0] {
    alu_add,
    alu_and,
    alu_not,
    alu_passa,
    alu_passb,
    alu_sll,
    alu_srl,
    alu_sra
} lc3b_aluop;
typedef struct packed {
    logic addrMuxSel;
    logic addr1MuxSel;
    logic [1:0] addr2MuxSel;
    lc3b_aluop aluop;
    logic [1:0] sr2MuxSel;
    logic addrShfEn;
} lc3b_ex_control;
typedef struct packed {
    logic memRead;
    logic memWrite;
    logic dataMuxSel;
    logic byteEnable;
    logic indirect;
} lc3b_mem_control;
typedef struct packed {
    logic loadReg;
    logic loadCC;
    logic [1:0] destMuxSel;
    logic opBranch;
    logic opTrap;
    logic opJmp;
    logic brPrediction;
    logic [4:0]brHistory;
} lc3b_wb_control;
typedef struct packed {
    lc3b_reg Sr1;
    lc3b_reg Sr2;
    logic Sr1Used;
    logic Sr2Used;
} lc3b_src_reg;
endpackage : lc3b_types
module PredictorArray #( parameter depth = 1024 )
(
    input clk,
    input [$clog2(depth)-1:0] iRIndex,
    input [$clog2(depth)-1:0] iWIndex,
    input [1:0] in,
    input we,
    output logic oROut,
    output logic [1:0] oWOut
);
logic [1:0] data [depth-1:0];
initial
begin
    for (int i = 0; i < $size(data); i++)
    begin
        data[i] = 2'b01;
    end
end
always_ff @(posedge clk)
begin
    if (we == 1)
    begin
        data[iWIndex] = in;
    end
end
assign oROut = data[iRIndex][1];
assign oWOut = data[iWIndex];
endmodule : PredictorArray
--- /design/flow/constraint.sdc ---
current_design PredictorArray

set clk_period 47.4
set clk_io_pct 0.2

create_clock -name clk0 -period $clk_period [get_ports {clk}]

set non_clock_inputs [all_inputs -no_clocks]
set_input_delay [expr $clk_period * $clk_io_pct] -clock clk0 $non_clock_inputs
set_output_delay [expr $clk_period * $clk_io_pct] -clock clk0 [all_outputs]
==> ci_impl_report.md <==
### Metrics collected by this job

| Metric | Value |
|---|---|
| CP Launch Type | primary input |
| Outcome | finished clean |
| Netlist Area Pre-Place | 90800 sq um |
| Sw Share | 22.6% |
| Avg Cell Area, Syn | 17.6 sq um |
| Number of port buffers | 26 |
| # setup viols final | 0 |
| Largest net degree at the start of global routing | 172 |
| Vias in the first global route | 55800 |
| Top Layout Cells | 2048 x edfxtp_1, 1050 x nor2_1, 742 x mux4_2 |
| Synth area leader | edfxtp_1 |
| #FFs+latches synth | 2048 |
| Slew headroom | 17.3% |
| Std cell rows | 156 |
| Clock input transition at the sequential cells of the worst setup and hold paths | 60 ps |
| TritonCTS Buffers | 213 |
| First-iteration detailed-routing DRC count | 3813 |
| Crit share post-route | 52.5% |
| Placer Congestion | 0.945 |
| Post-route worst setup slack | 22520 ps |
| Setup TNS Final | 0 ps |
| Post-synth EDFFs | 2048 |
| Via Count | 51200 |
| DRC Markers | 0 |
| Internal power | 3.00 mW |
| Ys Warns | 1 |
| Hold Fails Final Rpt | 0 |
| Power Dens Cells | 38.7 nW/um^2 |
| Post-route ant nets | 0 |
| Yosys chip area | 90800 sq um |
| Overall Global Routing Usage | 35.5% |
| Die Area | 183000 sq um |
| CP arrival | 15400 ps |
| Worst hold path class | primary input to register |
| Worst-Margin Slew | 1220 ps |
| FMAX | 40.2 MHz |
| Grt total ovfl | 0 |
| # hold bufs at CTS | 0 |
| Seq share, synth | 67.8% |
| Global-route wire length before repair | 405 mm |
| Dominant flop cell | edfxtp_1 |
| DIE WIDTH | 428 microns |
| Final non-filler cell total | 7704 |
| Comb area | 27100 sq um |
| Post-synthesis cell type count | 65 |
| Ys async rst share | 0% |
| Fillers | 13600 |
| Static Leak | 30.3 nW |
| Largest cells by area | edfxtp_1 68%, mux4_2 18%, nor2_1 4.4%, a22oi_1 1.7%, clkbuf_1 1.0% |
| Clock period minus worst slack | 24880 ps |
| CTS H-Tree Depth | 4 |
| DP Worst Slack | 22520 ps |
| Maxcap violations | 0 |
| Clock Power Share | 42.1% |
| Root Buffer Master | clkbuf_16 |
| Sw power | 879 uW |
| Worst EP required | 37920 ps |
| Seq. cell area | 61500 sq um |
| Worst setup path startpoint | iWIndex[0] |
| Most frequent logic cell in the layout | edfxtp_1 |
| Num Clock Sinks | 2048 |
| Crit-path max FO | 46 |
| Avg Vias per Cell | 6.64 |
| Worst hold path startpoint | in[0] |
| Kind of critical path | primary input to output port |
| Max reg flops | 2048 |
| Die Y | 428 microns |
| Max clock buf depth | 3 |
| # Cells Yosys | 5168 |
| Post-CTS Repair Setup Buffers | 0 |
| # IOs | 27 |
| DP Wirelength | 167 mm |
| Layout area overhead | 10.5% |
| Logic pwr share | 6.5% |
| Initial antenna violation count | 8 |
| Core area | 181000 sq um |
| Power after layout | 3.88 mW |
| DP Cell Count | 7303 |
| Final Max Slew Viols | 0 |
| Sequential share of power | 51.4% |
| Log Warnings | 35 |
| RSZ-0062 raised after global routing | no |
| Share of layout cells above drive strength 1 | 24.9% |
| CP Capture Type | output port |
| Peak VDD IR | 0.0333 mV |
| Core Density at Floorplan | 50.3% |
| Drt first pass iters | 6 |
| Drt total wl | 283 mm |
| Final hold slack | 9140 ps |
| DR WL/cell | 36.7 microns |
| Number of gates resized after CTS | 0 |
| CTS tree | yes |
| Area share, top type | 67.8% |
| Syn Inst Count | 5168 |
per-stage QoR:
| stage | instance area (sq um) | utilization [%] |
|---|---|---|
| floorplan | 90800 | - |
| global placement | 93500 | 51.8 |
| detailed placement | 93500 | 51.8 |
| CTS | 100000 | 55.6 |
| global route | 100000 | 55.6 |
| finish | 100000 | 55.6 |
power by group through the flow:
stage / clock (mW) / combinational [mW] / sequential [mW]
final: 1.63 / 0.254 / 1.99
after CTS: 1.65 / 0.252 / 1.99
after global routing: 1.72 / 0.266 / 1.99
critical path, cell delays in order:
cell and delay (ps):
buf_8 420, buf_4 590, buf_4 600, buf_4 640, buf_4 560, mux4_2 580
a22oi_1 280, nand4_1 350, mux4_2 550, a22oi_1 410, nand4_1 320, clkdlybuf4s50_1 500
worst paths after layout:
| check | endpoint | slack, ps | depth (start not counted) |
|---|---|---|---|
| hold / removal | data[1011][0] | 9140 | 1 |
| setup / recovery | oWOut[0] | 22520 | 12 |
synthesized netlist by cell type, drive strengths merged, types with 17 or more instances:
cell type	count
buf	227
a21oi	33
mux2i	80
mux4	760
nand4	60
nand3	17
a22o	28
o21ai	29
a22oi	212
o221ai	22
edfxtp	2048
clkbuf	244
nand2	153
nor2	1052
a221oi	25
layout make-up:
class | count | area share [%]
clock buffers | 254 | 5.51
multi-input cells | 2639 | 27.0
repair buffers | 236 | 1.96
flip-flops and latches | 2048 | 61.3
diodes | 6 | 0.0150
well taps | 2370 | 2.96
clock inverters | 141 | 1.25
inverters | 10 | 0.0387
metal layers:
layer  vias to the layer above  global-route usage (%)  part of all wire, %
met4                        26                    11.9                  4.6
met1                     26100                    45.2                   30
met5                         -                    2.86                 0.25
met3                       650                    28.1                   19
met2                      3435                    48.3                   46
li1                      21000                       -                    -
logic make-up after synthesis:
kind of cell | Yosys count | share of synthesized area, %
buf+inv | 481 | 2.73
flops | 2048 | 67.8
compound gates | 435 | 3.56
simple gates | 1354 | 6.02
mux | 850 | 19.9
Power figures rest on the tool's default switching activity, not on a simulated workload.
