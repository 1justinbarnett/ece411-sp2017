**flow/run.sh**
```bash
#!/bin/bash
# OpenROAD 26Q1-2900-gdf79404cd8, Yosys 0.63+post, stock flow scripts
make -C /OpenROAD-flow-scripts/flow DESIGN_CONFIG=/design/flow/config.mk WORK_HOME=/design/flow/orfs finish
```
**flow/config.mk**
```make
export PLATFORM = sky130hd
export DESIGN_NAME = ShiftRegisterArray
export DESIGN_NICKNAME = ShiftRegisterArray
export VERILOG_FILES = /design/flow/design.v
export SDC_FILE = /design/flow/constraint.sdc
export NUM_CORES = 4
export LEC_CHECK = 1
export CORE_UTILIZATION = 40
```
**flow/constraint.sdc**
```tcl
current_design ShiftRegisterArray

set clk_period 127.6
set clk_io_pct 0.2

create_clock -name clk0 -period $clk_period [get_ports {iClk}]

set non_clock_inputs [all_inputs -no_clocks]
set_input_delay [expr $clk_period * $clk_io_pct] -clock clk0 $non_clock_inputs
set_output_delay [expr $clk_period * $clk_io_pct] -clock clk0 [all_outputs]
```
**flow/design.v**
```verilog
package lc3b_config;
parameter USE_ADVANCED_CACHE = 1;
parameter USE_VICTIM_CACHES = 1;
parameter USE_BRANCH_PREDICTION = 1;
endpackage : lc3b_config
package lc3b_types;
typedef logic [15:0] lc3b_word;
typedef logic  [7:0] lc3b_byte;
typedef logic  [2:0] lc3b_reg;
typedef logic  [2:0] lc3b_nzp;
typedef logic  [1:0] lc3b_mem_wmask;
typedef logic [3:0] lc3b_imm4;
typedef logic [4:0] lc3b_imm5;
typedef logic [5:0] lc3b_offset6;
typedef logic [8:0] lc3b_offset9;
typedef logic [10:0] lc3b_offset11;
typedef logic [7:0] lc3b_trapvect8;
typedef logic [7:0][15:0] cache_line;
typedef logic       [8:0] cache_tag;
typedef logic       [2:0] cache_index;
typedef logic       [3:0] cache_offset;
typedef enum bit [3:0] {
    op_add  = 4'b0001,
    op_and  = 4'b0101,
    op_br   = 4'b0000,
    op_jmp  = 4'b1100,    
    op_jsr  = 4'b0100,    
    op_ldb  = 4'b0010,
    op_ldi  = 4'b1010,
    op_ldr  = 4'b0110,
    op_lea  = 4'b1110,
    op_not  = 4'b1001,
    op_rti  = 4'b1000,
    op_shf  = 4'b1101,
    op_stb  = 4'b0011,
    op_sti  = 4'b1011,
    op_str  = 4'b0111,
    op_trap = 4'b1111
} lc3b_opcode;
typedef enum bit [3:0] {
    alu_add,
    alu_and,
    alu_not,
    alu_passa,
    alu_passb,
    alu_sll,
    alu_srl,
    alu_sra
} lc3b_aluop;
typedef struct packed {
    logic addrMuxSel;
    logic addr1MuxSel;
    logic [1:0] addr2MuxSel;
    lc3b_aluop aluop;
    logic [1:0] sr2MuxSel;
    logic addrShfEn;
} lc3b_ex_control;
typedef struct packed {
    logic memRead;
    logic memWrite;
    logic dataMuxSel;
    logic byteEnable;
    logic indirect;
} lc3b_mem_control;
typedef struct packed {
    logic loadReg;
    logic loadCC;
    logic [1:0] destMuxSel;
    logic opBranch;
    logic opTrap;
    logic opJmp;
    logic brPrediction;
    logic [4:0]brHistory;
} lc3b_wb_control;
typedef struct packed {
    lc3b_reg Sr1;
    lc3b_reg Sr2;
    logic Sr1Used;
    logic Sr2Used;
} lc3b_src_reg;
endpackage : lc3b_types
import lc3b_types::*;
module ShiftRegisterArray #(parameter depth = 1024, parameter width = 4)
(
    input logic iClk,
    input logic iIn,
    input logic iWe,
    input logic[$clog2(depth) - 1: 0] iRIndex,
    input logic [$clog2(depth) - 1: 0] iWIndex,
    output logic[width - 1 : 0] oROut,
    output logic[width - 1 : 0] oWOut
);
logic [width - 1 : 0 ] data [depth-1:0];
initial
begin
    for (int i = 0; i < $size(data); i++)
    begin
        data[i] = {width{1'b0}};
    end
end
assign oROut = data[iRIndex];
assign oWOut = data[iWIndex];
always_ff @(posedge iClk) begin
    if(iWe)
        data[iWIndex] <= {oWOut[width-2:0], iIn};
end
endmodule : ShiftRegisterArray
```
==> results.toml <==
# physical design summary
[outcome]
status = "complete, no violations"

[final_timing]
fin_crit_sh_pct = 47.1
hold_viol = 0
skew_ns = 0.0559
max_freq_mhz = 16.6
maxSlewHeadroom_pct = 4.26
fin_setup_tns_ns = 0
finalSetupViolations = 0
rsz0062_at_grt = "no"
tightest_slew_ns = 1.44
final.min_clock_period_ns = 60.11
slew_viol_final = 0

[min_path]
hold_path.class = "reg2reg"
min_path_cells = 5

[yosys]
netlist_area_sq_um = 194000
ys_area_sq_um = 194000
postSynthCellCount = 10701
edf_count = 4096
synthArstFlopShare_pct = 0
ys_seq_share_pct = 63.5
ys_cells = 10701
ys_warn_count = 1
syn_avg_cell_area_sq_um = 18.1
ys_ff = 4096
ff_type = "edfxtp_1"
ys_types = 76

[pwr]
p_clk_share_pct = 40.6
power.density_nw_per_um2 = 14.3
combPwrFrac_pct = 9.9
netSwitchingPower_w = 0.000756
p_leak_nw = 67.0
internal_power_w = 0.00233
ir_drop_mv = 0.0133
total_power_w = 0.00308
p_sw_share_pct = 24.5
seqPwrFrac_pct = 49.6

[setup_path]
crit_start = "iWIndex[0]"
critPathKind = "in2out"
worstSetupEndpoint = "oWOut[2]"
r2r-start = "data[3][1]$_DFFE_PP_"
reg2reg_to = "data[740][2]$_DFFE_PP_"
cp.required_ns = 102.08
startpoint_type = "primary input"
cp_max_fo = 49
cp.arrival_ns = 34.59
reg2reg_depth = 12
worst_setup_path_end_kind = "primary output"
reg2reg_slack_ns = 120.53

[global_routing]
grt_pass1_vias = 129771
antenna_found_initial = 84
grt_pass1_wl_mm = 991
overflow = 0
gr-usage-all-layers_pct = 32.1
grt_max_degree = 163

[die]
rows = 255
die_y_um = 698
core-area_sq_um = 482000
io_pins = 31
initial_core_util_pct = 40.2
chipArea_sq_um = 487000
die_w_um = 698

[clock_tree]
clock-sinks = 4096
cts_setup_buffers = 0
cts_resized = 0
h-tree-depth = 5
clk_latency_ns = 1.04
clk_path_buf_depth = 4
holdBufCountCts = 0
path_clk_slew_ns = 0.06
cts_buffers = 435
cts_tree = "yes"
root_buffer = "clkbuf_16"

[route]
drt_iter0_markers = 9023
viasPerCell = 6.61
finalWirelength_mm = 715
routedWlPerCell_um = 40.4
ant_nets = 0
vias = 116755
first_pass_iters = 6
drc = 0

[cells_and_area]
largest_register_ffs = 4096
top_regs = "data: 4096 flops"
layout-drive-gt1-share_pct = 28.1
area_growth_pct = 11.3
postLayoutCoreUtil_pct = 44.7
largest_register = "data"
nFillCells = 40207

[job]
tool_warnings = 47
drv_cap = 0

[place]
gp_congestion = 0.999
dp_hpwl_mm = 469
numPortBuffers = 30
[placed cells by master, fill, tap and decap left out, types with 12 or more instances in the layout]
| cell type | netlist | layout |
|---|---|---|
| and3_1 | 20 | 19 |
| a31oi_1 | 33 | 33 |
| mux4_1 | 18 | 18 |
| clkinv_2 | 0 | 77 |
| nand2b_1 | 14 | 13 |
| o22ai_1 | 142 | 142 |
| edfxtp_1 | 4096 | 4096 |
| clkbuf_16 | 0 | 440 |
| a22o_1 | 61 | 61 |
| o21ai_1 | 8 | 12 |
| o32ai_1 | 12 | 12 |
| clkinvlp_4 | 0 | 23 |
| nand4_1 | 80 | 80 |
| a211oi_1 | 25 | 24 |
| a221oi_1 | 56 | 55 |
| buf_12 | 14 | 19 |
| clkbuf_1 | 464 | 79 |
| mux2i_1 | 633 | 633 |
| bufinv_16 | 0 | 41 |
| nor3_1 | 90 | 87 |
| mux2_2 | 42 | 42 |
| a21oi_1 | 217 | 217 |
| mux4_2 | 1821 | 1821 |
| o221ai_1 | 200 | 200 |
| nand2_4 | 0 | 33 |
| nor4_1 | 40 | 34 |
| nand2_1 | 244 | 211 |
| and2_1 | 15 | 16 |
| o2111ai_1 | 14 | 14 |
| a22oi_1 | 347 | 347 |
| nand3_1 | 51 | 50 |
| diode_2 | 0 | 133 |
| clkinv_1 | 2 | 110 |
| buf_4 | 98 | 532 |
| o21ai_0 | 151 | 145 |
| nor2_1 | 1136 | 1131 |
| clkdlybuf4s50_1 | 0 | 16 |
| o211ai_1 | 27 | 27 |
[worst min path at each step]
stage     slack, ns                   start                     end
4_1_cts        1.58  data[855][2]$_DFFE_PP_  data[835][3]$_DFFE_PP_
5_1_grt        1.71  data[854][2]$_DFFE_PP_  data[835][3]$_DFFE_PP_
6_report       1.63  data[842][2]$_DFFE_PP_  data[835][3]$_DFFE_PP_
[layout make-up]
type | count | area, sq um | share of cell area [%]
Antenna cell | 133 | 333 | 0.154
Inverter | 8 | 50.0 | 0.0232
Timing Repair Buffer | 579 | 4710 | 2.18
Clock inverter | 283 | 2600 | 1.20
Multi-Input combinational cell | 5629 | 65700 | 30.5
Clock buffer | 519 | 11300 | 5.24
Sequential cell | 4096 | 123000 | 57.0
Tap cell | 6425 | 8040 | 3.73
[critical path: stages]
cell and delay [ns]:
buf_16 0.25, buf_4 0.54, buf_4 0.61, buf_4 0.52, buf_4 0.52, buf_4 0.52, buf_4 0.53, buf_4 0.49
mux4_2 0.56, a22o_1 0.21, a221oi_1 0.45, nand4_1 0.48, o21ai_0 0.27, o21ai_0 0.40, buf_4 0.30, a22oi_1 0.26
nand4_1 0.51, buf_4 0.50, buf_4 0.37, clkdlybuf4s50_1 0.50
[per-stage QoR]
step	cell area (sq um)	hold slack (ns)	setup slack (ns)	std cells
after floorplan	194000	15.66	35.05	10701
after global placement	201000	1.51	67.67	16732
after detailed placement	202000	1.55	67.72	16736
after CTS	215000	1.58	67.71	17538
after global routing	216000	1.71	67.03	17585
final	216000	1.63	67.49	17672
[power groups by stage]
stage / registers, W / logic, W / clock network, W
after CTS: 0.00153 / 0.000296 / 0.00126
after global routing: 0.00153 / 0.000315 / 0.00131
final: 0.00153 / 0.000304 / 0.00125
[Yosys cell counts, types with 8 or more instances]
library cell | instances | area share, %
nand3_1 | 51 | 0.13
a21oi_1 | 217 | 0.56
edfxtp_1 | 4096 | 63
buf_1 | 54 | 0.10
and3_1 | 20 | 0.065
buf_8 | 27 | 0.21
o221ai_1 | 200 | 0.90
nand2_1 | 244 | 0.47
a31oi_1 | 33 | 0.11
nand2b_1 | 14 | 0.045
a2111oi_0 | 8 | 0.036
nor3b_1 | 10 | 0.039
mux2i_1 | 633 | 3.3
o211ai_1 | 27 | 0.10
or4_1 | 10 | 0.039
o2111ai_1 | 14 | 0.063
or3_1 | 11 | 0.036
o21ai_0 | 151 | 0.39
clkbuf_1 | 464 | 0.90
mux4_1 | 18 | 0.24
a22o_1 | 61 | 0.28
buf_12 | 14 | 0.14
nor2b_1 | 18 | 0.058
a22oi_1 | 347 | 1.3
o21ai_1 | 8 | 0.021
buf_6 | 89 | 0.52
mux4_2 | 1821 | 21
and2_1 | 15 | 0.048
mux2_2 | 42 | 0.24
o32ai_1 | 12 | 0.054
nor4_1 | 40 | 0.13
a211oi_1 | 25 | 0.097
nor2_1 | 1136 | 2.2
nand4_1 | 80 | 0.26
buf_4 | 98 | 0.38
o22ai_1 | 142 | 0.46
nor3_1 | 90 | 0.23
a221oi_1 | 56 | 0.25
buf_2 | 220 | 0.57
[cell families (layout without fill, tap and decap cells)]
| kind of cell | count (synthesis) | in the layout | share of synthesized area (%) |
|---|---|---|---|
| compound gates | 1350 | 1350 | 4.90 |
| buf+inv | 976 | 1389 | 2.84 |
| flops | 4096 | 4096 | 63.5 |
| mux | 2515 | 2515 | 24.9 |
| other cells | 0 | 133 | 0 |
| simple gates | 1764 | 1764 | 3.86 |
[layer usage]
layer  global-route usage [%]  routed length (um)
met1                     32.1              199000
met2                     42.5              309000
met3                     30.8              155000
met4                     16.5               46700
met5                     9.74                4510
