[/design/flow/design.v]
package lc3b_config;
parameter USE_ADVANCED_CACHE = 1;
parameter USE_VICTIM_CACHES = 1;
parameter USE_BRANCH_PREDICTION = 1;
endpackage : lc3b_config
package lc3b_types;
typedef logic [15:0] lc3b_word;
typedef logic  [7:0] lc3b_byte;
typedef logic  [2:0] lc3b_reg;
typedef logic  [2:0] lc3b_nzp;
typedef logic  [1:0] lc3b_mem_wmask;
typedef logic [3:0] lc3b_imm4;
typedef logic [4:0] lc3b_imm5;
typedef logic [5:0] lc3b_offset6;
typedef logic [8:0] lc3b_offset9;
typedef logic [10:0] lc3b_offset11;
typedef logic [7:0] lc3b_trapvect8;
typedef logic [7:0][15:0] cache_line;
typedef logic       [8:0] cache_tag;
typedef logic       [2:0] cache_index;
typedef logic       [3:0] cache_offset;
typedef enum bit [3:0] {
    op_add  = 4'b0001,
    op_and  = 4'b0101,
    op_br   = 4'b0000,
    op_jmp  = 4'b1100,    
    op_jsr  = 4'b0100,    
    op_ldb  = 4'b0010,
    op_ldi  = 4'b1010,
    op_ldr  = 4'b0110,
    op_lea  = 4'b1110,
    op_not  = 4'b1001,
    op_rti  = 4'b1000,
    op_shf  = 4'b1101,
    op_stb  = 4'b0011,
    op_sti  = 4'b1011,
    op_str  = 4'b0111,
    op_trap = 4'b1111
} lc3b_opcode;
typedef enum bit [3:0] {
    alu_add,
    alu_and,
    alu_not,
    alu_passa,
    alu_passb,
    alu_sll,
    alu_srl,
    alu_sra
} lc3b_aluop;
typedef struct packed {
    logic addrMuxSel;
    logic addr1MuxSel;
    logic [1:0] addr2MuxSel;
    lc3b_aluop aluop;
    logic [1:0] sr2MuxSel;
    logic addrShfEn;
} lc3b_ex_control;
typedef struct packed {
    logic memRead;
    logic memWrite;
    logic dataMuxSel;
    logic byteEnable;
    logic indirect;
} lc3b_mem_control;
typedef struct packed {
    logic loadReg;
    logic loadCC;
    logic [1:0] destMuxSel;
    logic opBranch;
    logic opTrap;
    logic opJmp;
    logic brPrediction;
    logic [4:0]brHistory;
} lc3b_wb_control;
typedef struct packed {
    lc3b_reg Sr1;
    lc3b_reg Sr2;
    logic Sr1Used;
    logic Sr2Used;
} lc3b_src_reg;
endpackage : lc3b_types
module array #(parameter width = 128, parameter depth = 8)
(
    input clk,
    input [$clog2(depth)-1:0] index,
    input [width-1:0] in,
    input we,
    output logic [width-1:0] out
);
logic [width-1:0] data [depth-1:0];
initial
begin
    for (int i = 0; i < $size(data); i++)
    begin
        data[i] = 1'b0;
    end
end
always_ff @(posedge clk)
begin
    if (we == 1)
    begin
        data[index] = in;
    end
end
assign out = data[index];
endmodule : array
module way #(parameter tagsize = 9, parameter width = 128, parameter depth = 8)
(
    input clk,
    input logic [width-1:0] in,
    input logic [tagsize-1:0] tag,
    input [$clog2(depth)-1:0] index,
    input new_data, we,
    output [width-1:0] out,
    output [tagsize-1:0] tag_out,
    output logic valid, dirty
);
array #(.width(tagsize), .depth(depth)) tag_array
(
    .clk(clk),
    .index(index),
    .in(tag),
    .we(we & new_data),
    .out(tag_out)
);
array #(.width(1), .depth(depth)) valid_array
(
    .clk(clk),
    .index(index),
    .in(1'b1),
    .we(we & new_data),
    .out(valid)
);
array #(.width(1), .depth(depth)) dirty_array
(
    .clk(clk),
    .index(index),
    .in(~new_data),
    .we(we),
    .out(dirty)
);
array #(.width(width), .depth(depth)) data_array
(
    .clk(clk),
    .index(index),
    .in(in),
    .we(we),
    .out(out)
);
endmodule : way
[/design/flow/run.sh]
#!/bin/bash
# OpenROAD 26Q1-2900-gdf79404cd8, Yosys 0.63+post, stock flow scripts
make -C /OpenROAD-flow-scripts/flow DESIGN_CONFIG=/design/flow/config.mk WORK_HOME=/design/flow/orfs finish
[/design/flow/config.mk]
export PLATFORM = sky130hd
export DESIGN_NAME = way
export DESIGN_NICKNAME = way
export VERILOG_FILES = /design/flow/design.v
export SDC_FILE = /design/flow/constraint.sdc
export NUM_CORES = 4
export LEC_CHECK = 1
export CORE_UTILIZATION = 40
[/design/flow/constraint.sdc]
current_design way

set clk_period 18.9
set clk_io_pct 0.2

create_clock -name clk0 -period $clk_period [get_ports {clk}]

set non_clock_inputs [all_inputs -no_clocks]
set_input_delay [expr $clk_period * $clk_io_pct] -clock clk0 $non_clock_inputs
set_output_delay [expr $clk_period * $clk_io_pct] -clock clk0 [all_outputs]
==> PnR_summary.wiki <==
== Run summary ==
{| class="wikitable"
! Metric !! Value
|-
| Worst EP required || 15.12 ns
|-
| Cell resize tally after clock tree synthesis || 0
|-
| Combinational gate area || 0.00805 sq mm
|-
| Number of vias after detailed routing || 19700
|-
| Hold violation count in the final report || 0
|-
| Total Power Consumption || 5320 uW
|-
| Most frequent cells in the layout || edfxtp_1 (1104), nand2_1 (419), clkdlybuf4s50_1 (278)
|-
| Maximum buffer depth of the clock tree || 3
|-
| Sequential area share after synthesis || 0.796
|-
| Cells after synthesis || 1941
|-
| Num Clock Sinks || 1112
|-
| Cell at the slowest stage of the critical path || buf_4
|-
| Sum Neg Setup Slack || 0 ns
|-
| Clock latency on the worst-skew pair || 0.67 ns
|-
| Final clock period utilization by the worst path || 0.603
|-
| Overflow left after global routing || 0
|-
| Count of routing violations after the opening detailed-route iteration || 1062
|-
| Clock root buffer || clkbuf_16
|-
| Worst slew margin || 0.441
|-
| Number of buffers created by CTS || 111
|-
| First-pass iteration count of the detailed router || 4
|-
| Filler cell count || 8241
|-
| Vias in the first global route || 22000
|-
| F_max || 0.0877 GHz
|-
| Setup crit end kind || output port
|-
| Syn-to-layout area delta || 19.5%
|-
| Biggest cell delay along the critical path || 0.70 ns
|-
| Area of all sequential standard cells || 0.0333 sq mm
|-
| Top logic cell by instance count in the layout || edfxtp_1
|-
| Standard-cell rows || 118
|-
| Die X-Extent || 325 um
|-
| Fin crit period || 11.40 ns
|-
| Pin count of the biggest net entering global routing || 77
|-
| Finish-stage setup viols || 0
|-
| Path type of the worst setup path || primary input to output port
|-
| Transition at the pin with the smallest max-transition slack || 0.836 ns
|-
| Cells in synth_stat.txt || 1941
|-
| Final standard cell utilization of the core || 0.482
|-
| Post-CTS clock slew at the launch and capture registers of the worst setup and hold paths || 0.06 ns
|-
| Detail Route Antenna Nets || 0
|-
| Initial antenna violation count || 28
|-
| Count of hold buffers inserted by post-cts repair || 0
|-
| CTS tree || yes
|-
| Net Sw Power || 1060 uW
|-
| Most repeated library cell on the critical path || buf_4
|-
| Switching share of power || 0.200
|-
| Outcome || completed
|-
| Synthesis Warnings || 3
|-
| Log Warnings || 26
|-
| Routed wire length || 90500 um
|-
| Post-synth regs || 1112
|-
| HP Class || flip-flop to flip-flop
|-
| Clock Power Share || 0.409
|-
| Internal power of the cells || 4260 uW
|-
| Initial Util || 0.404
|-
| Unrepaired setup endpoints after global routing || no
|-
| Pwr Density || 106 mW/mm^2
|-
| Largest fanout on the critical path || 53
|-
| Share of total power in sequential cells || 0.529
|-
| Part of the power in combinational logic || 0.062
|-
| Yosys Chip Area || 0.0418 sq mm
|-
| Cells traversed along the worst timing path || buf_8 > buf_4 > buf_4 > buf_4 > mux4_2 > nand2_1 > nand2_1 > clkdlybuf4s50_1
|-
| Max-slew violation count || 0
|-
| Type of origin of the critical path || primary input
|-
| Chip area || 0.106 sq mm
|-
| Worst clock skew on the final layout || 0 ns
|-
| Max_cap viols || 0
|-
| Worst-case vdd ir drop || 0.0730 mV
|-
| Placed wire-length estimate after detailed placement || 48400 um
|-
| Netlist area before placement || 0.0418 sq mm
|-
| P_leak || 0.0163 uW
|-
| H-tree depth || 3
|-
| Global-route wire length before repair || 135000 um
|-
| Routed len/inst || 24.1 um
|-
| Number of DRC violations after detailed routing || 0
|-
| Cell Type Count || 19
|-
| GRT Total Usage || 0.192
|-
| Die H || 325 um
|-
| Via density per instance || 5.24
|-
| Number of buffer cells added on primary ports || 281
|-
| Average size of a mapped cell || 21.6 sq um
|-
| Number of placed I/O pins || 282
|-
| Fraction of layout cells with a size suffix above 1 || 0.213
|-
| Final GP Congestion || 0.779
|-
| Worst EP arrival || 7.62 ns
|-
| Number of buffers inserted to repair setup after CTS || 0
|-
| Placeable core area || 0.104 sq mm
|}
[synthesized netlist by cell type]
cell type	instances	area share
nand2_1	419	0.038
nand2b_1	3	0.00045
o22ai_1	1	0.00015
or2_2	9	0.0013
or3_1	1	0.00015
mux2i_1	2	0.00048
nand3b_1	1	0.00018
dfxtp_1	8	0.0038
o32ai_1	2	0.00042
edfxtp_1	1104	0.79
mux4_2	276	0.15
buf_1	2	0.00018
nor2_1	16	0.0014
buf_4	9	0.0016
buf_2	37	0.0044
inv_1	3	0.00027
buf_6	12	0.0032
clkbuf_1	35	0.0031
nand3_1	1	0.00012
[worst max-delay path, delay by kind of cell]
kind	cells	cell delay, ns
and+or+nand+nor	2	0.16
muxes	1	0.60
buffers and inverters	5	2.95
[per-stage QoR]
stage	area, sq um	cells	worst slack (ns)	hold WS [ns]
6_report	50000	3762	7.50	0.446
4_1_cts	50000	3757	7.32	0.444
3_5_place_dp	46400	3559	7.33	0.430
3_3_place_gp	46400	3559	7.34	0.422
2_1_floorplan	41800	1941	8.37	0.411
5_1_grt	50000	3759	7.05	0.464
[registers in the layout, summed over array words and instances, names as in the netlist]
name,count
data_array.data,1024
tag_array.data,72
dirty_array.data,8
valid_array.data,8
[cell type report]
class                   instances  area share
multi-input cells             731       0.161
flip-flops and latches       1112       0.666
inverters                       3    0.000325
clock inverters                67      0.0147
well taps                    1380      0.0345
repair buffers                333      0.0653
clock buffers                 131      0.0579
diodes                          5    0.000250
[logic make-up (layout without fill, tap and decap cells)]
logic type | after synthesis | after routing | share of synthesized area
other | 0 | 5 | 0
and+or+nand+nor | 450 | 450 | 0.0413
DFF | 1112 | 1112 | 0.796
buffers and inverters | 98 | 534 | 0.0129
AOI/OAI and AO/OA | 3 | 3 | 0.000568
muxes | 278 | 278 | 0.149
[layer usage]
metal,routed length (um),track usage,part of all wire
met2,42900,0.278,0.47
met3,15500,0.154,0.17
met5,470,0.0104,0.0052
met1,30000,0.240,0.33
met4,1640,0.0304,0.018
[final timing paths]
| kind | from | endpoint | slack, ns | depth (start not counted) |
|---|---|---|---|---|
| max | index[0] | out[121] | 7.50 | 8 |
| min | valid_array.data[7]$_DFF_P_ | valid_array.data[7]$_DFF_P_ | 0.45 | 1 |
| max reg2reg | valid_array.data[4]$_DFF_P_ | valid_array.data[4]$_DFF_P_ | 18.19 | 1 |
| min reg2reg | valid_array.data[7]$_DFF_P_ | valid_array.data[7]$_DFF_P_ | 0.45 | 1 |
[power groups by stage]
stage	combinational, uW	sequential, uW	clock [uW]
after global routing	363	2820	2320
after CTS	340	2810	2230
final	331	2810	2180
Power is estimated from default activity; no workload was simulated.
